==> design/flow/design.v <==
module alu(
    input [31:0] a, b,
    input [3:0] alu_op,
    output [31:0] out
);
reg [31:0] out_sig;
always @(*) begin
    case(alu_op)
        4'd0: out_sig = a + b;
        4'd1: out_sig = a - b;
        4'd2: out_sig = a & b;
        4'd3:  out_sig = a | b;
        4'd4: out_sig = a ^ b;
        4'd5: out_sig = ($signed(a) < $signed(b)) ? 32'b1 : 32'b0;
        4'd6: out_sig = (a < b) ? 32'b1 : 32'b0;
        4'd7: out_sig = a << b[4:0];
        4'd8: out_sig = $signed(a) >>> b[4:0];
        4'd9: out_sig = a >> b[4:0];
        4'd10: out_sig = b;
        default: out_sig = 32'b0;  
    endcase
end
assign out = out_sig;
endmodule
==> design/flow/run.sh <==
#!/bin/bash
# OpenROAD 26Q1-2900-gdf79404cd8, Yosys 0.63+post, stock flow scripts
make -C /OpenROAD-flow-scripts/flow DESIGN_CONFIG=/design/flow/config.mk WORK_HOME=/design/flow/orfs finish
==> design/flow/config.mk <==
export PLATFORM = sky130hd
export DESIGN_NAME = alu
export DESIGN_NICKNAME = alu
export VERILOG_FILES = /design/flow/design.v
export SDC_FILE = /design/flow/constraint.sdc
export NUM_CORES = 4
export LEC_CHECK = 1
export CORE_UTILIZATION = 40
==> design/flow/constraint.sdc <==
current_design alu

set clk_period 21.7
set clk_io_pct 0.2

create_clock -name clk0 -period $clk_period

set non_clock_inputs [all_inputs -no_clocks]
set_input_delay [expr $clk_period * $clk_io_pct] -clock clk0 $non_clock_inputs
set_output_delay [expr $clk_period * $clk_io_pct] -clock clk0 [all_outputs]
==> flow_summary.rst <==
Metrics
=======

.. list-table::
   :header-rows: 1

   * - Metric
     - Value
   * - Detailed-routing iteration count for the pre-antenna-repair pass
     - 5
   * - Number of primary I/O pins
     - 100
   * - Number of flip-flops and latches
     - 0
   * - Cells resized by post-CTS repair
     - 0
   * - Final tally of setup violations
     - 0
   * - Number of distinct standard cells referenced by the synthesized netlist
     - 81
   * - Largest fanout on the critical path
     - 47
   * - Layout-stage area growth over the synthesis result
     - 12.53%
   * - Remaining Overflow, GRT
     - 0
   * - Detailed-route vias per instance
     - 6.591
   * - Count of vias placed by the detailed router
     - 10,500
   * - Worst setup path class
     - in -> out
   * - Post-route standard cell area excluding fillers
     - around 10000 um^2
   * - Result of the run
     - complete, no violations
   * - Layout filler cell count
     - 2,239
   * - Combined flip-flop and latch cell area
     - 0 um^2
   * - Placer Congestion
     - 1.056
   * - Count leader, synth
     - sky130_fd_sc_hd__nor2_1
   * - Maximum number of pins on one net before global-route repair
     - around 70
   * - First-pass GRT wire length
     - 61,670 um
   * - Post-layout period usage of the worst path
     - 61.68%
   * - Port bufs
     - 100
   * - Initial DRC Count
     - 908
   * - Highest ir drop seen on vdd
     - 0.00001014 V
   * - Count of final max-slew check failures
     - 0
   * - Core Util, Final
     - 46.22%
   * - Synthesized netlist cell count
     - 1,296
   * - Tool Warnings
     - between 90 and 100
   * - Critical path capture point type
     - primary output
   * - Library cell occupying the most area in the post-synthesis netlist
     - sky130_fd_sc_hd__ha_1
   * - RSZ-0062 raised after global routing
     - false
   * - Layout cells sized above 1
     - 7.663%
   * - Pre-CTS setup slack
     - approximately 8.4 ns
   * - Worst slew pin tran
     - approximately 0.87 ns
   * - Number of DRC violations after detailed routing
     - 0
   * - # diodes
     - 0
   * - Vias in the first global route
     - 9,517
   * - Detailed Place HPWL
     - roughly 33,000 um
   * - Crit path DRT
     - 17.36 ns
   * - CP cell instances
     - clkdlybuf4s50_1, buf_4, inv_1, ha_1, nor2_4, or4_1, o211a_1, a311oi_1, o221ai_1, nand3_1, o211ai_1, xor2_1, o2111ai_1, clkdlybuf4s50_1
   * - Wire length after detailed routing
     - 41,860 um
   * - Cell repeated most along the worst path
     - sky130_fd_sc_hd__clkdlybuf4s50_1
   * - Area inside the core boundary
     - 21,150 um^2
   * - Leading post-synthesis cells by instance count
     - sky130_fd_sc_hd__nor2_1, sky130_fd_sc_hd__a21oi_1, sky130_fd_sc_hd__o21ai_0, sky130_fd_sc_hd__nand2_1, sky130_fd_sc_hd__ha_1
   * - GRT Overall Usage
     - 37.94%
   * - Yosys cell count
     - 1,296
   * - Cts-stage hold buffer count
     - 0
   * - Classification of the worst-slack hold path
     - in -> out
   * - Vertical die size
     - ~150 um
   * - Delay of the slowest cell on the worst path
     - 0.62 ns
   * - Total negative slack for setup checks
     - 0 ns
   * - Syn_area_per_cell
     - ~6.7 um^2
   * - Synth top area share
     - 14.11%
   * - Number of antenna violations at the first check in global routing
     - 2
   * - Final number of hold-violating endpoints
     - 0
   * - Hold Crit Start
     - alu_op[0]
   * - Number of nets with antenna violations after detailed routing
     - 0
   * - Layout clock buffers
     - 0
   * - Floorplan die width
     - roughly 150 um
   * - Hold Crit Endpoint
     - out[0]
   * - Slowest cell on the critical path
     - sky130_fd_sc_hd__ha_1
   * - Kind of launch point of the worst setup path
     - input pin
   * - Area of the chip
     - 22,310 um^2
   * - Comb gate area
     - 7891 um^2
   * - Fraction of the core area occupied by cells at floorplan
     - 41.07%
   * - Tightest slew margin relative to the limit
     - 41.51%
   * - Worst-case setup margin in the final layout
     - 8.316 ns
   * - Power Dens Cells
     - about 27 nW/um^2
   * - Maximum clock frequency
     - approximately 75 MHz
   * - WL per Instance
     - roughly 26 um
   * - Maximum Capacitance Violations
     - 0
   * - Leak
     - 0.004028 uW
   * - Instance count along the most critical hold path
     - 7
   * - Post-CTS setup buffer count
     - 0
   * - Arrival time at the worst endpoint
     - 9.04 ns
   * - Main area contributors after synthesis
     - sky130_fd_sc_hd__ha_1, sky130_fd_sc_hd__mux4_2, sky130_fd_sc_hd__nor2_1
   * - Yosys synthesis chip area
     - between 8000 and 9000 um^2
   * - Cell area after placement
     - 9777 um^2
   * - Shortest clock period the worst path allows after layout
     - 13.38 ns
   * - Count of yosys warnings during synthesis
     - 1
   * - Site Rows
     - 53
   * - Area of the mapped netlist
     - 8688 um^2
   * - Sequential element share of the synthesized area
     - 0%
power by group:
part           internal, uW  switching [uW]  total, uW  leakage [uW]
Sequential                0               0          0             0
Combinational           103             159        262       0.00403
Clock                     0               0          0             0
Total                   103             159        262       0.00403
metrics by stage:
step / total power, uW / std cells / hold slack [ns]
floorplan: 157.4 / 1296 / 8.766
global placement: 256.2 / 1593 / 9.803
detailed placement: 254.1 / 1593 / 9.794
CTS: 255.8 / 1593 / 9.800
global route: 279.9 / 1593 / 9.828
finish: 261.7 / 1593 / 9.796
worst max path at each step:
| stage | endpoint | slack, ns | startpoint | cells past startpoint |
|---|---|---|---|---|
| after CTS | out[27] | 8.35 | b[4] | 14 |
| after global routing | out[27] | 8.14 | b[4] | 14 |
| final | out[27] | 8.32 | b[4] | 14 |
worst max-delay path, delay by kind of cell:
kind | cells | cell delay (ns)
buffers and inverters | 4 | 1.84
AOI/OAI and AO/OA | 5 | 1.33
and+or+nand+nor | 3 | 0.72
adders and majority gates | 1 | 0.62
xor gates and xnor gates | 1 | 0.17
layout by cell type, fill, tap and decap left out, types with 10 or more instances in the layout:
cell	instances
sky130_fd_sc_hd__o21ai_0	113
sky130_fd_sc_hd__nor3_1	22
sky130_fd_sc_hd__xnor2_1	17
sky130_fd_sc_hd__buf_4	28
sky130_fd_sc_hd__nand3_1	34
sky130_fd_sc_hd__o22ai_1	10
sky130_fd_sc_hd__inv_1	95
sky130_fd_sc_hd__o2111ai_1	10
sky130_fd_sc_hd__nor2b_1	10
sky130_fd_sc_hd__nand2b_1	21
sky130_fd_sc_hd__o211ai_1	24
sky130_fd_sc_hd__a211oi_1	15
sky130_fd_sc_hd__nor2_1	157
sky130_fd_sc_hd__clkdlybuf4s50_1	95
sky130_fd_sc_hd__mux2i_1	51
sky130_fd_sc_hd__a221oi_1	22
sky130_fd_sc_hd__o31ai_1	13
sky130_fd_sc_hd__a31oi_1	14
sky130_fd_sc_hd__a22oi_1	18
sky130_fd_sc_hd__mux4_2	37
sky130_fd_sc_hd__a21o_1	17
sky130_fd_sc_hd__ha_1	98
sky130_fd_sc_hd__nand2_1	104
sky130_fd_sc_hd__a21oi_1	114
sky130_fd_sc_hd__or3_1	15
logic make-up after synthesis:
| family | share of synthesized area (%) |
|---|---|
| buffers and inverters | 9.375 |
| adder cells (fa/ha/maj) | 14.57 |
| XOR/XNOR | 2.117 |
| AND-OR/OR-AND | 37.50 |
| multiplexers | 15.47 |
| AND/OR/NAND/NOR | 20.97 |
area by class of cell:
type | instances | area share [%]
multi-input cells | 1095 | 80.71
repair buffers | 127 | 12.08
inverters | 96 | 3.686
well taps | 275 | 3.519
metal layers:
layer  part of all wire (%)  track usage (%)  vias up
met5                      0                0        -
met4                    2.2            6.633        0
met3                     10            7.707       55
met2                     43            56.18      580
met1                     45            57.25     4989
li1                       -                -     4875
Power and IR drop assume default switching activity.
